==> flow/run.sh <==
#!/bin/bash
# OpenROAD 26Q1-2900-gdf79404cd8, Yosys 0.63+post, stock flow scripts
make -C /OpenROAD-flow-scripts/flow DESIGN_CONFIG=/design/flow/config.mk WORK_HOME=/design/flow/orfs finish
==> flow/config.mk <==
export PLATFORM = sky130hd
export DESIGN_NAME = uart_receiver
export DESIGN_NICKNAME = uart_receiver
export VERILOG_FILES = /design/flow/design.v
export SDC_FILE = /design/flow/constraint.sdc
export NUM_CORES = 4
export LEC_CHECK = 1
export CORE_AREA = 10 10 72 72
export DIE_AREA = 0 0 82 82
==> flow/constraint.sdc <==
current_design uart_receiver

set clk_period 2.7
set clk_io_pct 0.2

create_clock -name clk0 -period $clk_period [get_ports {clk}]

set non_clock_inputs [all_inputs -no_clocks]
set_input_delay [expr $clk_period * $clk_io_pct] -clock clk0 $non_clock_inputs
set_output_delay [expr $clk_period * $clk_io_pct] -clock clk0 [all_outputs]
==> flow/design.v <==
module uart_receiver (
    input wire uart_rx,
    input wire baud_rate_signal,
    input wire clk,
    input wire rst,
    output reg [7:0]data,
    output reg valid_data
);
parameter idle = 0, receive = 1;                 
reg [3:0]bit_counter = 0;                        
reg state = idle;
reg [3:0]next_bit_counter = 0;
reg next_state = 0;
reg stop_bit;
reg valid_data_local;                            
reg [7:0]d = 0;                                  
always @(*) begin
    case (state)
        idle: begin                              
            if (baud_rate_signal == 1) begin
                if (uart_rx == 0) begin          
                    next_state = receive;
                end else begin
                    next_state = state;
                end  
            end else begin
                next_state = idle;
            end
            valid_data_local = 0;                
            next_bit_counter = 0;                
        end
        receive: begin
            if (baud_rate_signal == 1) begin
                if (bit_counter == 4'd8) begin   
                    stop_bit = uart_rx;
                    if (stop_bit == 1) begin     
                        valid_data_local = 1;    
                    end else begin
                        valid_data_local = 0;    
                    end
                    next_bit_counter = 0;        
                    next_state = idle;
                end else begin                   
                    d[bit_counter] = uart_rx;
                    next_bit_counter = bit_counter + 1;
                    next_state = receive;
                    valid_data_local = 0;        
                end
            end else begin
                next_bit_counter = bit_counter;
                next_state = receive;
                valid_data_local = 0;
            end
        end
    endcase
end
always @(posedge clk) begin
    if (rst) begin
        state <= idle;
        bit_counter <= 0;
        data <= 0;
        valid_data <= 0;
    end else begin
        state <= next_state;
        bit_counter <= next_bit_counter;
        data <= d;
        valid_data <= valid_data_local;
    end
end
endmodule
==> impl_metrics.ini <==
; generated from flow reports
[global_routing]
use_met1_pct = 4.919
grt_max_degree = 11
gr-max-usage-layer = met2
antenna_found_initial = 0
grt.overflow.total = 0
grt_first_pass_wirelength_um = 2111
grt_usage_pct = 3.785
met2_usage_pct = 5.721
use_met3_pct = 1.982
grt_pass1_vias = 493

[setup_path]
path_buffers = 2
timing.rr.start = bit_counter[0]
path_cells = clkdlybuf4s50_1 > inv_2 > or4_1 > o21ai_0
worstPathArrival_ns = 1.84
crit_family = buffers and inverters
criticalPathCategory = primary input to flip-flop
reg2reg_to = bit_counter[2]
r2r_slack_ns = 1.19
cp.required_ns = 2.87
crit_path_max_fanout = 7
critPathSlowestCell = clkdlybuf4s50_1
cp-end-kind = flip-flop
critical_path.startpoint_type = primary input
r2r_cells = 5
crit_start = baud_rate_signal
worst_path_largest_cell_delay_ns = 0.62

[cts]
postCtsHoldBufs = 0
cts_resized = 0
clk_pin_slew_ns = 0.05
postCtsSetupBuffers = 0
htreeDepth = 1
cts_buffers = 3
insertion_delay_ns = 0.24
cts_tree = done
clock-root-buffer = clkbuf_8
clockBufferDepth = 2

[sta]
min_period_ns = 1.667
rsz0062_at_grt = false
tightestPinTransition_ns = 0.4585
unclocked_pins = 8
fin_crit_sh_pct = 61.73
slew_headroom_pct = 69.36
tns_ns = 0
drv_slew = 0
setup_slack_ns = 1.033
clock_skew_ns = 0.0005147
setup_viol = 0
fmax_ghz = 0.6000
timing.final.hold_violations = 0
untimed_endpoints = 8

[worst_hold_path]
holdPathEnd = bit_counter[3]
hold_depth = 2
hp-class = flip-flop to flip-flop
holdCritStartpoint = bit_counter[3]

[logic_synthesis]
ys_chip_area_um2 = 684.4
synth_warnings = 1
synth.area.top_cells = dfxtp_1 41%, dlxtn_1 18%, ha_1 7.3%
yosys.area.top_type = dfxtp_1
ys_types = 21
ys_cells = 70
syn_area_um2 = 684.4
avgSynthCellArea_um2 = 9.777
synth-seq-cells = 22
syn_inst = 70
synth_top_area_share_pct = 40.95

[power]
seq_power_share_pct = 50.0
switchingPower_mw = 0.08266
ir_drop_uv = 282.8
intPower_mw = 0.3716
p_comb_share_pct = 7.4
leakage_nw = 0.3506
switching_share_pct = 18.20
p_clk_share_pct = 42.7
power_density_nw_per_um2 = 493.9

[placed_design]
place_ws_ns = 0.8195
io_buffers = 12
gp_congestion = 0.8344
hpwlAfterDp_um = 945.9

[floorplanning]
chip_area_um2 = 6724
ios = 13
die_x_um = 82
fp-utilization_pct = 18.55
die_y_um = 82
rows = 22
coreArea_um2 = 3689

[detailed_routing]
drt_first_pass_iters = 3
drt_iter0_drc = 12
wire_per_inst_um = 8.985
postRouteAntennaNets = 0
vias_per_cell = 3.590
num_antenna_cells = 0
dr_total_vias = 481
finalWirelength_um = 1204
drcViolationCount = 0

[finish]
drive_gt1_share_pct = 6.977
final_cell_mix = 14 x dfxtp_1, 13 x nand2_1, 12 x clkdlybuf4s50_1
final_common_cell = dfxtp_1
syn_to_final_growth_pct = 34.37

[outcome]
status = finished, final reports clean

[run]
cap_violations = 0
warning_count = 28
==> cell type report <==
cell class / count / area, um2
Multi-Input combinational cell: 44 / 269.0
Tap cell: 48 / 60.06
Timing Repair Buffer: 12 / 120.1
Fill cell: 399 / 2769
Clock buffer: 4 / 55.05
Sequential cell: 22 / 400.4
Inverter: 4 / 15.01
==> power groups by stage <==
stage	Clock (mW)	Combinational, mW	Sequential, mW
6_report	0.194	0.0334	0.227
5_1_grt	0.212	0.0376	0.229
4_1_cts	0.199	0.0341	0.227
==> metal layers <==
metal	vias to the layer above	routed length [um]
met1	206	547
li1	259	-
met3	2	157
met2	14	494
met5	-	0
met4	0	5
==> cells by family (layout without fill, tap and decap cells) <==
group / count (synthesis) / in the layout / synth area share [%]
flip-flops: 14 / 14 / 40.95
buffers and inverters: 4 / 20 / 2.193
latches: 8 / 8 / 17.55
AND-OR/OR-AND: 7 / 7 / 5.484
multiplexers: 1 / 1 / 1.463
adder cells (fa/ha/maj): 4 / 4 / 7.313
AND/OR/NAND/NOR: 32 / 32 / 25.05
==> worst register-to-register path, cell delays in order, from the launching register on <==
cell,delay (ns)
dfxtp_1,0.42
inv_1,0.11
ha_1,0.26
nand3b_1,0.17
or3b_1,0.37
a21oi_1,0.12
==> how the worst max path moves through the flow <==
stage                 cells past startpoint  slack, ns         end
after CTS                                 4       1.04       state
final                                     4       1.03       state
after global routing                      3       0.98  valid_data
==> stage by stage <==
step	cell area [um2]	std cells	total power, mW	hold slack [ns]	util [%]
after floorplan	684.4	70	0.2408	0.4794	-
after global placement	864.6	130	0.2641	0.5084	23.44
after detailed placement	864.6	130	0.2650	0.5230	23.44
after CTS	919.6	134	0.4601	0.5381	24.93
after global routing	919.6	134	0.4778	0.5712	24.93
final	919.6	134	0.4542	0.5339	24.93
==> cell usage after synthesis <==
master / count
nand2_1: 13
nor3b_1: 1
or3b_1: 1
nand3b_1: 1
nand2b_1: 1
dlxtn_1: 8
nor4_1: 1
a21oi_1: 3
o21ai_0: 3
nand3_1: 1
a21boi_0: 1
nor3_1: 1
ha_1: 4
dfxtp_1: 14
nor2b_1: 8
or4_1: 1
mux2i_1: 1
inv_1: 3
nor2_1: 2
and4b_2: 1
inv_2: 1
==> flip-flops by register name, indices dropped and copies added (netlist names) <==
register     cells
valid_data       1
data             8
state            1
bit_counter      4
d                8
Power figures rest on the tool's default switching activity, not on a simulated workload.
